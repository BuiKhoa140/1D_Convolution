### ./config.mk
export PLATFORM = sky130hd
export DESIGN_NAME = FIFO_in
export DESIGN_NICKNAME = FIFO_in
export VERILOG_FILES = /design/flow/design.v
export SDC_FILE = /design/flow/constraint.sdc
export NUM_CORES = 4
export LEC_CHECK = 1
export CORE_UTILIZATION = 30
### ./constraint.sdc
current_design FIFO_in

set clk_period 6.9
set clk_io_pct 0.2

create_clock -name clk0 -period $clk_period [get_ports {clk}]

set non_clock_inputs [all_inputs -no_clocks]
set_input_delay [expr $clk_period * $clk_io_pct] -clock clk0 $non_clock_inputs
set_output_delay [expr $clk_period * $clk_io_pct] -clock clk0 [all_outputs]
### ./design.v
`timescale 1ns / 1ps
module FIFO_in(
    input clk,
    input reset,
    input [31:0] data_in,
    input [31:0] kernel_in,
    output reg [31:0] data_out,
    output reg [31:0] kernel_out,
    output reg en    
    );
    reg [31:0] FIFO [7:0];
    reg [2:0] w_pt;
    reg [2:0] r_pt;
    reg [1:0] countr;
    always @(posedge clk or negedge reset)
    begin
        if (!reset)
        begin
            r_pt <= 0;
            w_pt <= 0;
            countr <= 0;
            en <= 1;
            data_out <= 0;
        end
        else
        begin
            if (w_pt - r_pt < 7)
            begin
                en <= 1;
                FIFO[w_pt] <= data_in;
                w_pt <= w_pt + 1;
            end
            else
            begin
                en <= 0;
            end
            if (w_pt - r_pt != 0)
            begin
               data_out <= FIFO[r_pt];
               r_pt <= r_pt + 1;
               countr <= countr + 1;
            end
            if (countr == 2)
            begin
                countr <= 0;
                r_pt <= r_pt - 1;
            end
        end
    end
endmodule
### ./run.sh
#!/bin/bash
# OpenROAD 26Q1-2900-gdf79404cd8, Yosys 0.63+post, stock flow scripts
make -C /OpenROAD-flow-scripts/flow DESIGN_CONFIG=/design/flow/config.mk WORK_HOME=/design/flow/orfs finish
==> reports/qor.tcl <==
set qor(vdd.ir_drop.worst_mv) 0.153
set qor(design.die.area_um2) 39100
set qor(routed_wirelength_um) 24600
set qor(main_synth_ff_type) {edfxtp_1}
set qor(floorplan.core_util_pct) 30.5
set qor(boundaryPins) 131
set qor(critPathMaxFanout) 22
set qor(openroad_warning_count) 66
set qor(setup_viol_count_final) 0
set qor(fa_ha_area_share_pct) 1.92
set qor(fillCellCount) 3528
set qor(hold-worst-slack_ns) 0.485
set qor(crit_path_launch_type) {flop}
set qor(p_per_area_nw_per_um2) 258
set qor(io_buffers) 66
set qor(xor_xnor_share_of_the_synthesized_area_pct) 0.305
set qor(dp.cells) 1266
set qor(detail_route.vias_per_cell) 4.76
set qor(cts.sink_count) 297
set qor(required_ns) 7.08
set qor(final_max_slew_viol_count) 0
set qor(clock_path_buffers) 3
set qor(endpoint_kind) {flop}
set qor(initial_antenna_violation_count) 1
set qor(layout_top_cell) {edfxtp_1}
set qor(cts_hold_buffers) 0
set qor(timing.max_cap.violations) 0
set qor(yosysWarningCount) 34
set qor(firstDrtPassIters) 6
set qor(mux_area_share_pct) 3.22
set qor(class_of_the_tightest_hold_or_removal_check) {flop to flop}
set qor(layout.cells.most_common_list) {edfxtp_1, nand2_1, clkdlybuf4s50_1}
set qor(post_synth.cell_area_avg_um2) 16.2
set qor(synth_area_um2) 11500
set qor(rows) 71
set qor(clock_tree.root_cell) {clkbuf_16}
set qor(worst_hold_path.num_cells) 2
set qor(detailedRoute.firstIterationViolations) 491
set qor(period_used_pct) 50.9
set qor(gp_congestion) 0.752
set qor(core_region_area_um2) 37700
set qor(synth.yosys.seq_area_share_pct) 75.8
set qor(dp_hpwl_um) 13700
set qor(number_of_global_route_vias_before_repair) 6482
set qor(finish.utilization_pct) 36.0
set qor(edf_count) 256
set qor(gr-usage-all-layers_pct) 13.5
set qor(cts.repair_timing.setup_buffer_count) 0
set qor(netlist-cell-type-count) 39
set qor(async_flop_share_pct) 13.8
set qor(globalRoute.totalOverflow) 0
set qor(ff2ff_path_depth) 7
set qor(synth.logic.top_family) {AND-OR/OR-AND gates}
set qor(cts_resized) 0
set qor(setup_total_negative_slack_ns) 0
set qor(max_clock_freq_mhz) 285
set qor(rsz0062_at_grt) {no}
set qor(cts_tree) {built}
set qor(wl_per_cell_um) 18.6
set qor(synth-seq-cells) 297
set qor(skew_ns) 0.0143
set qor(final_antenna_net_count) 0
set qor(route.detailed.drc) 0
set qor(die_y_um) 198
set qor(cts_buffers) 29
set qor(grt_start_max_net_pins) 51
set qor(htree_num_levels) 1
set qor(postSynthCellCount) 709
set qor(ys_sh_aoi_pct) 9.39
set qor(final-comb-area_um2) 2480
set qor(worst_slew_margin_rel_pct) 40.7
set qor(synth.yosys.num_cells) 709
set qor(die_wd_um) 198
set qor(outcome) {finished, final reports clean}
set qor(final_min_period_ns) 3.51
set qor(synth.yosys.chip_area_um2) 11500
set qor(final-hold-violation-count) 0
set qor(fin_cells) 1319
set qor(synth_simple_gate_area_share_pct) 5.49
set qor(worstPathArrival_ns) 3.69
set qor(timing.setup.critical_path_class) {flop to flop}
set qor(clock_pin_transition_on_the_worst_setup_and_hold_timing_paths_ns) 0.06
set qor(first_pass_grt_wire_length_um) 37400
set qor(routed-via-count) 6285
set qor(regArea_um2) 8720
set qor(post_route_cells_drive_above_1_share_pct) 12.9
set qor(route.antenna.diode_count) 0
set qor(worst_pin_slew_ns) 0.886
set qor(areaGrowthSynthToFinish_pct) 18.1
set qor(total_leakage_power_nw) 4.53
set qor(clkLatencyLatePin_ns) 0.54
stage by stage:
step	setup slack [ns]	area (um^2)	total power [mW]
2_1_floorplan	3.02	11600	2.04
3_3_place_gp	3.00	12700	2.08
3_5_place_dp	2.99	12700	2.08
4_1_cts	3.31	13600	3.54
5_1_grt	3.10	13600	3.62
6_report	3.39	13600	3.50
cells by family after synthesis:
| family | Yosys count |
|---|---|
| flops | 297 |
| compound gates | 157 |
| simple gates | 120 |
| buf+inv | 80 |
| mux | 33 |
| fa+ha+maj | 17 |
| xor+xnor | 4 |
| other cells | 1 |
state kept, by name, indices dropped and copies added (netlist names):
| signal | cells |
|---|---|
| w_pt | 3 |
| countr | 2 |
| en | 1 |
| r_pt | 3 |
| data_out | 32 |
| FIFO | 256 |
layout make-up:
cell class,count,area share (%)
Sequential cell,297,64.2
Multi-Input combinational cell,363,18.3
Clock buffer,46,6.33
Timing Repair Buffer,86,5.94
Tap cell,511,4.71
Clock inverter,7,0.267
Inverter,9,0.249
synth_stat cells, types with 2 or more instances:
cell type / number / share of area [%]
buf_2: 2 / 0.087
and3_1: 4 / 0.22
nor2_1: 6 / 0.20
and4_1: 15 / 1.1
a21oi_1: 20 / 0.87
buf_4: 33 / 2.2
nor3b_1: 16 / 1.0
buf_1: 5 / 0.16
nand2b_1: 3 / 0.16
buf_6: 2 / 0.20
xnor2_1: 4 / 0.30
o21ai_0: 21 / 0.91
ha_1: 16 / 1.7
clkbuf_1: 29 / 0.95
a22oi_1: 17 / 1.1
edfxtp_1: 256 / 67
mux2_2: 32 / 3.1
dfrtp_1: 40 / 8.7
a221oi_1: 16 / 1.2
a222oi_1: 32 / 2.8
o21ai_1: 46 / 2.0
inv_1: 9 / 0.29
and2_1: 5 / 0.27
nand2_1: 65 / 2.1
worst paths after layout:
kind | start | endpoint | slack, ns
hold reg to reg | data_out[14] | data_out[14] | 0.48
hold / removal | data_out[14] | data_out[14] | 0.48
setup reg to reg | r_pt[2] | FIFO[2][3] | 3.39
max in group asynchronous | reset | r_pt[2] | 5.41
min in group asynchronous | reset | data_out[1] | 0.97
setup / recovery | r_pt[2] | FIFO[2][3] | 3.39
critical path: stages, from the launching register on:
cell and delay (ns):
dfrtp_2 0.66, inv_1 0.16, ha_1 0.36, nand3b_1 0.18, a22oi_2 0.45, and3_1 0.25, and2_1 0.58, buf_4 0.51
routing by layer:
| metal | vias to the layer above | share of wire [%] | wire length (um) | GRT usage [%] |
|---|---|---|---|---|
| met5 | - | 0.069 | 17 | 0.639 |
| met4 | 2 | 2.3 | 566 | 2.70 |
| met3 | 40 | 8.5 | 2080 | 5.87 |
| met2 | 236 | 49 | 12100 | 21.6 |
| met1 | 3133 | 40 | 9790 | 17.7 |
| li1 | 2874 | - | - | - |
report_power, final:
part	internal (mW)	total, mW	switching (mW)
Combinational	0.0325	0.0749	0.0424
Sequential	1.96	1.97	0.00223
Clock	0.848	1.46	0.615
Total	2.84	3.50	0.659
No activity file was given, so power comes from the tool's default toggle rates.
