==> flow/design.v <==
`timescale 1ns / 1ps
module D_ff(
    input clk,
    input reset,
    input [31:0] D,
    output reg [31:0] Q
    );
    always @(posedge clk or negedge reset)
    begin
        if (!reset)
        begin
            Q <= 0;
        end
        else
        begin
            Q <= D;
        end
    end
endmodule
==> flow/run.sh <==
#!/bin/bash
# OpenROAD 26Q1-2900-gdf79404cd8, Yosys 0.63+post, stock flow scripts
make -C /OpenROAD-flow-scripts/flow DESIGN_CONFIG=/design/flow/config.mk WORK_HOME=/design/flow/orfs finish
==> flow/config.mk <==
export PLATFORM = sky130hd
export DESIGN_NAME = D_ff
export DESIGN_NICKNAME = D_ff
export VERILOG_FILES = /design/flow/design.v
export SDC_FILE = /design/flow/constraint.sdc
export NUM_CORES = 4
export LEC_CHECK = 1
export CORE_AREA = 10 10 100 100
export DIE_AREA = 0 0 110 110
==> flow/constraint.sdc <==
current_design D_ff

set clk_period 1.0
set clk_io_pct 0.2

create_clock -name clk0 -period $clk_period [get_ports {clk}]

set non_clock_inputs [all_inputs -no_clocks]
set_input_delay [expr $clk_period * $clk_io_pct] -clock clk0 $non_clock_inputs
set_output_delay [expr $clk_period * $clk_io_pct] -clock clk0 [all_outputs]
==> reports/highlights.md <==
### Outcome
- result of the run: finished, violations left
- violations in the final reports: negative hold slack

### Route
- DRT Pass-1 Iters: 2
- Routed WL per cell: 12.7 um
- Via density: 2.68
- DRC viols: 0
- vias after detailed routing: 554
- diode insertion count for antenna repair: 0
- initial drt markers: 11
- DRT Wirelength: 2640 um
- remaining antenna violation count: 0

### Logic synthesis
- average footprint of a synthesized cell: 25.0 sq um
- post-synthesis xor/xnor area fraction: 0%
- Gate Count Post-Synth: 32
- Synth Area in Compound Gates: 0%
- yosys stat cell total: 32
- FA/HA/MAJ Cells, Area Fraction: 0%
- post-synthesis mux area share: 0%
- number of distinct library cell variants in the gate-level netlist after synthesis: 1
- Registers, synthesis: 32
- yosys warns: 1
- Synth Cell Area: 801 sq um
- proportion of synthesized chip area in sequential cells: 100%
- chip area from the yosys synthesis statistics: 801 sq um
- simple logic cell fraction of the synthesized area: 0%

### Layout
- FILL cells: 851
- total number of multi-input combinational cells: 0
- Logic cell area: 0 sq um
- number of flip-flops in the largest register: 32
- area of all sequential standard cells: 801 sq um
- fraction of layout instances using a drive strength above 1: 39.0%
- registers with the most flip-flops: Q: 32 flops
- synthesis-to-layout area growth: 91.1%
- post-route non-filler standard cell count: 207
- top register by number of flip-flops: Q

### Final timing
- final critical path time including I/O delays and setup: 0.966 ns
- least setup slack across all paths after layout: 0.0339 ns
- unrepaired setup endpoints after global routing: yes
- Total Negative Setup Slacks: 0 ns
- Max Clock Freq: 1040 MHz
- worst hold slack: -0.129 ns
- slew of the pin with the lowest slew margin: 0.187 ns
- headroom to the max-slew limit: 87.5%
- Slew Viols, Final: 0
- fin crit share: 96.6%
- setup-violating endpoint count in the final report: 0
- final number of hold-violating endpoints: 32

### Clock tree
- Bufs on Longest Clock Path: 2
- CTS clk-pin slew, worst paths: 0.06 ns
- H-tree depth: 2
- Setup Fix Bufs, Post-CTS: 0
- number of buffers added by the clock tree synthesis step: 5
- root buf cell: sky130_fd_sc_hd__clkbuf_8
- Clock Sink Count: 32
- TritonCTS clock tree: built

### GRT
- pin count of the biggest net entering global routing: 33
- overflow left after global routing: 0
- global-route total usage across every layer: 3.96%
- global-route wire length before repair: 3610 um
- antenna violations before repair: 1
- vias in the first global route: 591

### Critical path
- Max FO, Critical Path: 1
- Crit path max-delay family: flip-flops
- startpoint type of the worst setup path: register
- data arrival time of the critical path: 0.77 ns
- critical-path cell list: buf_2
- cell with the largest stage delay on the worst path: sky130_fd_sc_hd__dfrtp_1
- Crit path required time: 0.80 ns
- largest stage delay on the critical path: 0.38 ns
- Setup crit end kind: output pin
- Critical Setup Path Class: register to output pin
- worst path buffer plus inverter count: 1

### Floorplanning
- row cnt: 32
- Die Area: 0.0121 sq mm
- total core area: 0.00781 sq mm
- Die Ht: 110 um
- initial standard-cell utilization of the core: 10.3%
- boundary pin count: 66
- chip width: 110 um

### Power
- Cell Pwr Density: 1720 mW/mm^2
- Static Leakage: 0.688 nW
- Max rail drop VDD: 0.000363 V
- Tot Pwr: 2.63 mW

### Place
- pre-CTS setup slack: -0.0209 ns
- routability-driven placement congestion ratio: 0.703
- port buffer count: 65
- placed cell count: 200
- Detailed Place HPWL: 2120 um

### Hold path
- HP Class: primary input to async pin

### Job
- Max-Cap Viols: 0
- count of warning messages emitted by the tools: 28

placed cells by master, fill, tap and decap left out:
cell / synthesis / final
sky130_fd_sc_hd__dfrtp_1: 32 / 32
sky130_fd_sc_hd__buf_12: 0 / 1
sky130_fd_sc_hd__clkbuf_8: 0 / 7
sky130_fd_sc_hd__clkdlybuf4s50_1: 0 / 32
sky130_fd_sc_hd__buf_2: 0 / 33
routing by layer:
| layer | wire [um] | track usage (%) | vias to the layer above |
|---|---|---|---|
| met4 | 56 | 1.21 | 2 |
| met1 | 952 | 4.51 | 274 |
| met2 | 1300 | 6.31 | 34 |
| met5 | 13 | 0 | - |
| met3 | 314 | 2.12 | 4 |
| li1 | - | - | 240 |
repair_timing:
action,in CTS,in global routing
endpoints found under the hold margin,32,32
endpoints found under the setup margin,32,2
resized,98,0
stage by stage:
stage / hold slack (ns) / area (sq um) / util [%]
detailed placement: 0.176 / 1590 / 20.4
global placement: 0.172 / 1590 / 20.4
finish: -0.129 / 1530 / 19.6
floorplan: -0.0956 / 801 / -
global route: -0.131 / 1530 / 19.6
CTS: -0.131 / 1530 / 19.6
synth_stat cells:
cell / count / area, sq um
sky130_fd_sc_hd__dfrtp_1: 32 / 801
final timing paths:
path | startpoint | endpoint | slack (ns) | cells past startpoint
max in group asynchronous | reset | Q[22] | 0.94 | 2
hold / removal | reset | Q[30] | -0.13 | 2
min in group clk0 | D[20] | Q[20] | 0.36 | 1
setup / recovery | Q[5] | Q[5] | 0.03 | 1
report_power, final:
| part | leakage (nW) | internal (mW) | switching (mW) |
|---|---|---|---|
| logic | 0.264 | 0.158 | 0.0559 |
| registers | 0.373 | 1.36 | 0.0137 |
| clock network | 0.0503 | 0.612 | 0.434 |
| total | 0.688 | 2.13 | 0.503 |
cells by family (layout without fill, tap and decap cells):
logic type	after synthesis	in the layout
flops	32	32
buf+inv	0	73
layout make-up:
cell class / count / share of cell area [%]
timing repair buffer: 66 / 33.0
sequential: 32 / 52.3
clock buffer: 7 / 6.30
tap: 102 / 8.34
Power and IR drop assume default switching activity.
