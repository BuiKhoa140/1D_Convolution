==> design/flow/design.v <==
`timescale 1ns / 1ps
module kernel_FIFO(
    input reset,
    input clk,
    input [31:0] data_in,
    output reg [31:0] data_out,
    output reg ready
    );
    reg [31:0] FIFO [2:0];
    reg [2:0] wr_pt = 0;
    reg [2:0] rd_pt = 0;
    reg en;
    always @(posedge clk or negedge reset)
    begin
        if (!reset)
        begin
            wr_pt <= 0;
            rd_pt <= 0;
            data_out <= 0;
            ready <= 0;
            en <= 0;
            FIFO[0] <= 0;
            FIFO[1] <= 0;
            FIFO[2] <= 0;
        end
        else
        begin
            if (wr_pt < 3)
            begin
                FIFO[wr_pt] <= data_in;
                wr_pt <= wr_pt + 1;
                en <= 1;
            end
            if (en == 1)
            begin
                data_out <= FIFO[rd_pt];
                ready <= 1;
                rd_pt <= rd_pt + 1;
            end
            if (rd_pt >= 2)
            begin
                rd_pt <= 0;
            end
        end
    end
endmodule
==> design/flow/run.sh <==
#!/bin/bash
# OpenROAD 26Q1-2900-gdf79404cd8, Yosys 0.63+post, stock flow scripts
make -C /OpenROAD-flow-scripts/flow DESIGN_CONFIG=/design/flow/config.mk WORK_HOME=/design/flow/orfs finish
==> design/flow/config.mk <==
export PLATFORM = sky130hd
export DESIGN_NAME = kernel_FIFO
export DESIGN_NICKNAME = kernel_FIFO
export VERILOG_FILES = /design/flow/design.v
export SDC_FILE = /design/flow/constraint.sdc
export NUM_CORES = 4
export LEC_CHECK = 1
export CORE_UTILIZATION = 50
==> design/flow/constraint.sdc <==
current_design kernel_FIFO

set clk_period 5.2
set clk_io_pct 0.2

create_clock -name clk0 -period $clk_period [get_ports {clk}]

set non_clock_inputs [all_inputs -no_clocks]
set_input_delay [expr $clk_period * $clk_io_pct] -clock clk0 $non_clock_inputs
set_output_delay [expr $clk_period * $clk_io_pct] -clock clk0 [all_outputs]
==> impl_metrics.csv <==
group,metric,value,unit
synth,yosysWarnings,2,
die,core_area,11600,sq um
hold_path,hold_depth,1,
synth,netlist_area,6080,sq um
synth,ys_sh_xor,0.00144,
route,antenna_cells_inserted,0,
sta,setup_viol,0,
layout,final_cells,635,
place,port_buffers,66,
power,power.density,344,nW/um^2
sta,drv_slew,0,
hold_path,hp-start,"rd_pt[2]",
critical_path,start_kind,"register",
critical_path,critPathRequiredTime,5.53,ns
die,fp-utilization,0.523,
synth,yosys-top-cells-count,"136 x dfrtp_1, 90 x mux2_4, 34 x o21ai_0",
synth,postSynthSeqShare,0.560,
place,post-dp-hpwl,6.54,mm
synth,synth.ff_latch_count,136,
layout,combGateArea,2470,sq um
hold_path,hold_path.class,"register to register",
layout,drive_gt1_frac,0.291,
place,gp_congestion,0.755,
global_route,grt_max_degree,76,
global_route,grt_pass1_vias,3786,
sta,worst_slack,2.82,ns
synth,synth.distinct_cells,23,
clock_tree,ctsHoldBuffers,0,
critical_path,r2r-end,"data_out[7]",
clock_tree,cts_setup_buffers,0,
sta,fin_crit_sh,0.458,
synth,yosys-top-cells-area,"dfrtp_1 56%, mux2_4 22%, nand3b_1 4.0%, a221oi_1 3.9%, o21ai_0 2.8%",
global_route,grt_pass1_wl,20.5,mm
route,dr.first_iter.drc_count,211,
global_route,antenna_found_initial,0,
die,dieArea,12600,sq um
critical_path,worstRegToRegCells,5,
synth,avgSynthCellArea,14.5,sq um
critical_path,end_kind,"register",
place,pre_cts_ws,2.79,ns
critical_path,ff2ff_setup_slack,2.82,ns
route,wirelength,12.1,mm
synth,topCombFamilyByArea,"multiplexers",
sta,max_slew_margin,0.473,
sta,final.setup.tns,0,ns
synth,async_reset_ff_frac,1.00,
synth,synth.largest_area_cell,"dfrtp_1",
sta,worst_pin_slew,0.791,ns
hold_path,holdPathEnd,"rd_pt[2]",
critical_path,worstPathArrival,2.71,ns
route,drc,0,
sta,period_needed,2.38,ns
route,routed_via_density,5.68,
clock_tree,cts_max_level,4,
die,row_count,39,
die,fp.dieW,112,um
route,dr.pass1.iters,15,
layout,fill_cells,898,
clock_tree,path_clk_slew,0.05,ns
flow_run,openroad.warnings,30,
layout,area_delta_synth_final,21.5,%
clock_tree,root_buffer,"clkbuf_16",
run_status,outcome,"completed",
sta,hold_viol,0,
synth,synth_cells,420,
power,ir_drop,0.285,mV
synth,synth.most_common_cell,"dfrtp_1",
clock_tree,cts_resized,0,
synth,synthDominantCellAreaShare,0.560,
synth,synthMuxAreaShare,0.233,
sta,rsz0062_at_grt,"no",
synth,synth_stat.cells,420,
power,leakagePower,3.45,nW
die,ios,67,
critical_path,path_class,"register to register",
clock_tree,cts_tree,"yes",
layout,final_core_util,0.636,
flow_run,maxCapViolCount,0,
sta,clock_skew,0.00676,ns
synth,ys_area,6080,sq um
global_route,grt_overflow,0,
synth,synth-compound-area-share,0.0840,
route,ant_nets,0,
clock_tree,clk_latency,0.40,ns
synth,synth-edff-count,0,
sta,fmax,420,MHz
synth,yosys.area_share.simple,0.0725,
place,place_inst,603,
synth,synthFlopType,"dfrtp_1",
clock_tree,cts_buffer_depth,2,
clock_tree,clock_sinks,136,
critical_path,r2r-start,"rd_pt[1]",
route,avgRoutedWirePerCell,19.0,um
layout,ff_latch_area,3400,sq um
die,die_h,112,um
global_route,track_usage,0.218,
synth,fa_ha_area_frac,0.0144,
critical_path,cp_max_fo,33,
clock_tree,cts_buffers,17,
route,num_vias,3609,
[through the flow]
step / area (sq um) / total power, mW / hold WS (ns)
3_5_place_dp: 6770 / 1.31 / 0.452
4_1_cts: 7380 / 2.57 / 0.466
6_report: 7380 / 2.54 / 0.468
5_1_grt: 7380 / 2.63 / 0.504
2_1_floorplan: 6080 / 1.22 / 0.410
3_3_place_gp: 6770 / 1.31 / 0.451
[per-layer routing]
metal,GRT usage,up-vias,share of wire
met5,0,-,0
met1,0.368,1860,0.48
met2,0.312,86,0.45
li1,-,1648,-
met4,0.0276,0,0.014
met3,0.0539,15,0.050
[placed cells by master, fill, tap and decap left out, drive strengths merged, types with 4 or more instances in the layout]
cell           Yosys  final
a221oi            32     32
buf               17      5
bufinv             0      4
clkbuf            13     24
clkdlybuf4s50      0     65
clkinv             0      4
dfrtp            136    136
ha                 7      7
inv                5      5
mux2              96     96
nand2              5      5
nand3b            32     32
nor2              32     32
nor3               4      4
o21ai             34     34
[power by group]
group          switching, mW  internal, mW
logic                 0.0475         0.106
clock network          0.421         0.827
registers             0.0294          1.11
[kinds of logic (layout without fill, tap and decap cells)]
family / count (synthesis) / in the layout
DFF: 136 / 136
muxes: 96 / 96
and+or+nand+nor: 76 / 76
AOI/OAI and AO/OA: 69 / 69
buffers and inverters: 35 / 107
adders and majority gates: 7 / 7
xor gates and xnor gates: 1 / 1
[worst max-delay path by stage]
stage	slack, ns	startpoint	to	depth (start not counted)
6_report	2.82	rd_pt[1]	data_out[7]	5
5_1_grt	2.66	rd_pt[0]	data_out[24]	6
4_1_cts	2.83	rd_pt[1]	data_out[7]	5
[flip-flops by register name, summed over array words and instances (netlist names)]
register and cells:
FIFO 96, data_out 32, wr_pt 3, en 1, ready 1, rd_pt 3
[worst max-delay path, cell delays in order, from the launching register on]
cell and delay (ns):
dfrtp_1 0.43, ha_2 0.86, nand2b_2 0.33, buf_4 0.39
a221oi_1 0.12, nor2_1 0.16
[layout make-up]
| type | count | area share |
|---|---|---|
| Sequential cell | 136 | 0.461 |
| Timing Repair Buffer | 70 | 0.0937 |
| Clock buffer | 24 | 0.0639 |
| Clock inverter | 8 | 0.0195 |
| Inverter | 5 | 0.00254 |
| Multi-Input combinational cell | 249 | 0.335 |
| Tap cell | 143 | 0.0242 |
No activity file was given, so power comes from the tool's default toggle rates.
